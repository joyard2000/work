[./config.mk]
export PLATFORM = sky130hd
export DESIGN_NAME = axi_stream_insert_header_1
export DESIGN_NICKNAME = axi_stream_insert_header_1
export VERILOG_FILES = /design/flow/design.v
export SDC_FILE = /design/flow/constraint.sdc
export NUM_CORES = 4
export LEC_CHECK = 1
export CORE_UTILIZATION = 40
[./constraint.sdc]
current_design axi_stream_insert_header_1

set clk_period 4.9
set clk_io_pct 0.2

create_clock -name clk0 -period $clk_period [get_ports {clk}]

set non_clock_inputs [all_inputs -no_clocks]
set_input_delay [expr $clk_period * $clk_io_pct] -clock clk0 $non_clock_inputs
set_output_delay [expr $clk_period * $clk_io_pct] -clock clk0 [all_outputs]
[./design.v]
`timescale 1ns / 1ps
module axi_stream_insert_header_1 #(
parameter DATA_WD = 32,
parameter DATA_BYTE_WD = DATA_WD / 8,
parameter BYTE_CNT_WD = $clog2(DATA_BYTE_WD)
) (
input clk,
input rst_n,
input valid_in,
input [DATA_WD-1 : 0] data_in,
input [DATA_BYTE_WD-1 : 0] keep_in,
input last_in,
output ready_in,
output valid_out,
output [DATA_WD-1 : 0] data_out,
output [DATA_BYTE_WD-1 : 0] keep_out,
output last_out,
input ready_out,
input valid_insert,
input [DATA_WD-1 : 0] data_insert,
input [DATA_BYTE_WD-1 : 0] keep_insert,
input [BYTE_CNT_WD-1: 0] byte_insert_cnt,
output ready_insert
);
reg last_in_r1;
reg last_in_r2;
wire last_in_pulse_p;
reg [DATA_WD-1 : 0] data_out_r1; 
reg [DATA_WD-1 : 0] data_out_r2;
reg [DATA_BYTE_WD-1 : 0] keep_in_r;
wire axis_ready_in;
always@(posedge clk or negedge rst_n)
if(!rst_n)
begin
    last_in_r1 <= 0;
    last_in_r2 <= 0;
end
else 
begin
    last_in_r1 <= last_in;
    last_in_r2 <= last_in_r1;
end
assign last_in_pulse_p = ~last_in_r1 & last_in_r2;
assign axis_ready_in = last_in_pulse_p? 0 : 1;
assign ready_in = axis_ready_in;
always@(posedge clk or negedge rst_n)
if(!rst_n)
begin
    data_out_r1 <= 0;
end
else if(valid_in && axis_ready_in) 
begin
    keep_in_r <= keep_in;
    data_out_r1 <= data_in;
    data_out_r2 <= data_out_r1;
end
else
begin
    data_out_r1 <= data_out_r1;
    data_out_r2 <= data_out_r2;
end
reg [DATA_WD-1 : 0]header_out_r;
reg insert_flag;
reg [DATA_BYTE_WD-1 : 0] keep_insert_out_r;
always@(posedge clk or negedge rst_n)
if(!rst_n)
begin
    header_out_r <= 0;
    insert_flag <= 0;
end
else if(valid_insert && ready_insert)
begin
    case(keep_insert)
    4'b1111:begin header_out_r<=data_insert;insert_flag<=1; end
    4'b0111:begin header_out_r<={8'b0,data_insert[23:0]};insert_flag<=1;end
    4'b0011:begin header_out_r<={16'b0,data_insert[15:0]};insert_flag<=1;end
    4'b0001:begin header_out_r<={24'b0,data_insert[7:0]};insert_flag<=1;end
    default:begin header_out_r<=header_out_r;insert_flag<=1; end
    endcase
    keep_insert_out_r <= keep_insert;
end
else
begin
	insert_flag<=0;
end
reg [DATA_WD-1 : 0]header_data_out_r;
always@(posedge clk or negedge rst_n)
if(!rst_n)
begin
    header_data_out_r <= 0;
end
else if(insert_flag)
begin
    case(keep_insert)
    4'b1111:begin header_data_out_r<=header_out_r;end
    4'b0111:begin header_data_out_r<={data_insert[23:0],data_out_r1[31:24]};end
    4'b0011:begin header_data_out_r<={data_insert[15:0],data_out_r1[31:16]};end
    4'b0001:begin header_data_out_r<={data_insert[7:0],data_out_r1[31:8]};end
    default:begin header_data_out_r<=header_data_out_r;end
    endcase
end
else 
    begin
        case(keep_insert_out_r)
        4'b1111:begin header_data_out_r<=data_out_r2; end
        4'b0111:begin header_data_out_r<={data_out_r2[23:0],data_out_r1[31:24]};end
        4'b0011:begin header_data_out_r<={data_out_r2[15:0],data_out_r1[31:16]};end
        4'b0001:begin header_data_out_r<={data_out_r2[7:0],data_out_r1[31:8]};end
        default:begin header_data_out_r<=header_data_out_r; end
    endcase
    end
reg s_ready_insert;
assign data_out = ready_out?header_data_out_r:data_out_r2;
always@(posedge clk or negedge rst_n)
begin
    if(!rst_n)
        s_ready_insert<=0;
    else
        s_ready_insert<= insert_flag==1 ? 0:1;
end
assign ready_insert=s_ready_insert;
reg [1:0]insert_flag_r;
always@(posedge clk or negedge rst_n)
begin
    if(!rst_n)
        insert_flag_r<=0;
    else
        insert_flag_r <= {insert_flag_r[0],insert_flag};
end
assign neg_flag = ~insert_flag_r[1]&insert_flag_r[0];
assign valid_out = neg_flag? 0 : 1;
wire last_out_p;
reg [DATA_BYTE_WD-1 : 0] keep_out_r;
always@(posedge clk or negedge rst_n)
begin
    if(!rst_n)
        keep_out_r<=0;
    else if(valid_out)
        keep_out_r <= 4'b1111;
    else if(last_out_p)
    begin
        case(keep_insert)
            4'b1111:begin keep_out_r <= keep_in_r;end
            4'b0111:begin keep_out_r <= keep_in_r<<1;end
            4'b0011:begin keep_out_r <= keep_in_r<<2;end
            4'b0001:begin keep_out_r <= keep_in_r<<3;end
        endcase
    end
    else
        keep_out_r<=0;
end
assign keep_out = keep_out_r;
reg [1:0]last_out_r;
always@(posedge clk or negedge rst_n)
begin
    if(!rst_n)
        last_out_r <= 0;
    else 
    begin
        last_out_r <= {last_out_r[0],last_in_pulse_p};
    end
end
assign last_out_p = ~last_out_r[0]&last_out_r[1];
assign last_out = last_out_p;
endmodule
[./run.sh]
#!/bin/bash
# OpenROAD 26Q1-2900-gdf79404cd8, Yosys 0.63+post, stock flow scripts
make -C /OpenROAD-flow-scripts/flow DESIGN_CONFIG=/design/flow/config.mk WORK_HOME=/design/flow/orfs finish
==> flow_metrics.py <==
# Physical implementation metrics
metrics = {
    "synth": {
        "top_area_cell": "dfrtp_1",
        "synth.distinct_cells": 59,
        "top_area_share_pct": 33.3,
        "ys_area_sq_um": 8120,
        "ys_seq_share_pct": 48.1,
        "async_flop_share_pct": 73.0,
        "ys_cells": 834,
        "ys_ff": 148,
        "synthTopCellsByArea": "dfrtp_1, edfxtp_1, mux2_2, nand2_1, o21ai_0",
        "avgSynthCellArea_sq_um": 9.73,
        "edf_count": 40,
        "synth_area_sq_um": 8120,
        "synth_cells": 834,
        "ys.flop_type": "dfrtp_1",
        "yosysWarningCount": 2,
    },
    "global_route": {
        "grt_pass1_wl_mm": 38.7,
        "antenna_found_initial": 1,
        "grt_max_degree": 57,
        "grt_use_total_pct": 26.0,
        "grt_overflow_total": 0,
        "grt_pass1_vias": 6819,
    },
    "place": {
        "gp_congestion": 0.923,
        "dp_hpwl_mm": 16.4,
        "io_buffers": 117,
    },
    "hold_path": {
        "holdCritPathClass": "register to register",
    },
    "finish": {
        "drive_above_1_share_pct": 14.4,
        "final_layout_top_logic_cells": "nand2_1, clkdlybuf4s50_1, dfrtp_1",
        "lay_top_count": "nand2_1",
        "nFillCells": 1827,
        "areaGrowthSynthToFinish_pct": 23.9,
    },
    "clock_network": {
        "cts-root-buf": "clkbuf_16",
        "cts_max_level": 4,
        "clkLatencyLatePin_ns": 0.43,
        "cts_tree": "yes",
        "hold_buffers": 0,
        "cts_sinks": 148,
        "cts_resized": 0,
        "cts.path.max_buffers": 2,
        "post_cts_buffers": 0,
        "clkTransAtPathRegs_ns": 0.06,
        "cts_buffers": 17,
    },
    "timing": {
        "max_freq_ghz": 0.269,
        "grt_setup_unrepaired": "no",
        "slew_violations": 0,
        "finalCriticalPeriod_ns": 3.71,
        "hold_viol": 0,
        "tightestPinTransition_ns": 0.858,
        "setup-violations-final": 0,
        "final.setup.tns_ns": 0,
        "period_used_pct": 75.7,
        "max-slew-margin-rel_pct": 42.6,
        "fin_skew_ns": 0.00930,
    },
    "job": {
        "warnings": 27,
        "cap_violations": 0,
    },
    "setup_path": {
        "cp.required_ns": 3.92,
        "criticalPathCategory": "primary input to output port",
        "worst_setup_path_start_kind": "primary input",
        "crit_fanout": 40,
        "end_kind": "output port",
        "arrival_ns": 2.73,
    },
    "power": {
        "p_per_area_nw_per_um2": 358,
        "p_leak_nw": 4.06,
        "peakVddDrop_v": 0.000280,
        "power_mw": 3.60,
    },
    "floorplanning": {
        "fp_util_pct": 41.3,
        "io_pins": 120,
        "rows": 51,
        "fp.coreArea_sq_um": 19700,
        "dieArea_sq_um": 20900,
        "die_y_um": 144,
        "die_w_um": 144,
    },
    "routing": {
        "firstDrtPassIters": 8,
        "antenna_left": 0,
        "vias": 6844,
        "drtIter0Drc": 530,
        "wire_per_inst_um": 20.7,
        "drt_wl_total_mm": 24.8,
        "via_per_inst": 5.69,
        "drc_errors": 0,
    },
    "run_status": {
        "status": "finished, final reports clean",
    },
}
[layout make-up]
class / count / area, sq um / area share, %
inverter: 19 / 71.3 / 0.709
multi-input combinational: 598 / 3810 / 37.9
tap: 265 / 332 / 3.30
clock inverter: 13 / 184 / 1.83
timing repair buffer: 139 / 1320 / 13.2
antenna: 1 / 2.50 / 0.0249
clock buffer: 19 / 433 / 4.30
sequential: 148 / 3900 / 38.8
[report_power, final]
group | internal, mW | switching (mW)
Combinational | 0.336 | 0.289
Clock | 0.852 | 0.529
Sequential | 1.45 | 0.145
Total | 2.64 | 0.964
[synth_stat cells, types with 3 or more instances]
cell type / instances
buf_6: 4
a31oi_1: 11
nor3_1: 14
mux2_2: 71
buf_2: 21
a222oi_1: 4
or3_1: 6
nand2b_1: 26
o221ai_1: 17
nor2b_1: 11
o211ai_1: 14
a211o_1: 6
a221oi_1: 9
a221o_1: 7
edfxtp_1: 40
mux2i_1: 16
o21ai_0: 86
and2_1: 3
and3_1: 3
nand2_1: 142
o22ai_1: 9
and4_1: 4
a21o_1: 6
o2bb2ai_1: 7
inv_1: 18
clkbuf_1: 32
a22o_1: 3
a21oi_1: 53
nand3_1: 11
buf_4: 5
dfrtp_1: 108
buf_1: 7
nor4_1: 3
nor2_1: 22
[cells by family after synthesis]
kind of cell	count (synthesis)	synth area share, %
buffers and inverters	88	5.00
AND-OR/OR-AND	256	20.4
AND/OR/NAND/NOR	253	14.3
multiplexers	89	12.2
flip-flops	148	48.1
[flip-flops by register name, indices dropped and copies added (netlist names), 4 cells and up]
register	count
data_out_r1	32
data_out_r2	32
header_data_out_r	32
header_out_r	32
keep_in_r	4
keep_insert_out_r	4
keep_out_r	4
[per-stage QoR]
| step | instances | worst slack, ns | hold WS (ns) | utilization, % | cell area (sq um) |
|---|---|---|---|---|---|
| floorplan | 834 | 2.27 | 0.346 | - | 8120 |
| global placement | 1169 | 1.19 | 0.348 | 48.0 | 9440 |
| detailed placement | 1169 | 1.18 | 0.361 | 48.0 | 9440 |
| CTS | 1201 | 1.18 | 0.371 | 51.2 | 10100 |
| global route | 1202 | 1.08 | 0.386 | 51.2 | 10100 |
| finish | 1202 | 1.19 | 0.368 | 51.2 | 10100 |
[worst paths after layout]
check | start | endpoint | cells after the start | slack (ns)
min in group asynchronous | rst_n | header_data_out_r[12] | 1 | 0.39
worst min register to register | last_in_r1 | last_in_r2 | 0 | 0.37
worst min-delay path | last_in_r1 | last_in_r2 | 0 | 0.37
max in group asynchronous | rst_n | header_out_r[2] | 2 | 3.61
worst max register to register | keep_insert_out_r[3] | header_data_out_r[24] | 7 | 2.45
worst max-delay path | ready_out | data_out[7] | 4 | 1.19
[worst max-delay path, stage by stage]
cell             delay (ns)
clkdlybuf4s50_1        0.45
buf_4                  0.43
mux2_2                 0.43
clkdlybuf4s50_1        0.42
[layer usage]
layer	vias to the layer above	global-route usage, %	share of wire, %
met5	-	0.251	0
met4	0	7.26	3.2
met3	44	5.02	6.4
met2	248	41.9	48
met1	3331	37.1	43
li1	3221	-	-
Power figures rest on the tool's default switching activity, not on a simulated workload.
